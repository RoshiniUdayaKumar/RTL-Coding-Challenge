<file path="/design/flow/config.mk">
export PLATFORM = sky130hd
export DESIGN_NAME = CLA_Adder
export DESIGN_NICKNAME = CLA_Adder
export VERILOG_FILES = /design/flow/design.v
export SDC_FILE = /design/flow/constraint.sdc
export NUM_CORES = 4
export LEC_CHECK = 1
export CORE_AREA = 10 10 70 70
export DIE_AREA = 0 0 80 80
</file>
<file path="/design/flow/constraint.sdc">
current_design CLA_Adder

set clk_period 3.6
set clk_io_pct 0.2

create_clock -name clk0 -period $clk_period

set non_clock_inputs [all_inputs -no_clocks]
set_input_delay [expr $clk_period * $clk_io_pct] -clock clk0 $non_clock_inputs
set_output_delay [expr $clk_period * $clk_io_pct] -clock clk0 [all_outputs]
</file>
<file path="/design/flow/design.v">
`timescale 1ns / 1ps
module CLA_Adder( A,B,Cin,Sum,Cout);
input [3:0] A,B;
input Cin;
output [3:0] Sum;
output Cout;
wire [3:0] C;
wire [3:0] G;
wire [3:0] P;
assign G[0]=A[0]&B[0];
assign G[1]=A[1]&B[1];
assign G[2]=A[2]&B[2];
assign G[3]=A[3]&B[3];
assign P[0]= A[0]^B[0];
assign P[1]=A[1]^B[1];
assign P[2]=A[2]^B[2];
assign P[3]=A[3]^B[3];
assign C[0]=Cin;
assign C[1]= G[0] | (P[0]&Cin);
assign C[2]=G[1] | (P[1]&G[0]) | (P[1]&P[0]&Cin);
assign C[3]= G[2] | (G[1]&P[2]) | (P[1]&P[2]&G[0]) | (P[2]&P[1]&P[0]&Cin);
assign Cout= G[3] | (G[2]&P[3]) | (G[1]&P[2]&P[3]) | (G[0]&P[1]&P[2]&P[3]) | (P[3]&P[2]&P[1]&P[0]&Cin);
assign Sum[0]= P[0]^Cin;
assign Sum[1]= P[1]^C[1];
assign Sum[2]= P[2]^C[2];
assign Sum[3]= P[3]^C[3];
endmodule
</file>
<file path="/design/flow/run.sh">
#!/bin/bash
# OpenROAD 26Q1-2900-gdf79404cd8, Yosys 0.63+post, stock flow scripts
make -C /OpenROAD-flow-scripts/flow DESIGN_CONFIG=/design/flow/config.mk WORK_HOME=/design/flow/orfs finish
</file>
==> impl_metrics.tcl <==
# place-and-route summary
set metrics [dict create \
    postCtsSetupBuffers 0 \
    p_leak_nw 0.1435 \
    stdcell_area_sq_um 349.1 \
    worst_slack_ps 356.4 \
    grt_max_degree 4 \
    holdPathEnd "Sum[3]" \
    switchingPower_w 0.00001524 \
    synthesis.area_sq_um 151.4 \
    dp_slack_ps 334.6 \
    avgRoutedWirePerCell_um 7.179 \
    p_seq_share_pct 0 \
    rows 21 \
    hp-class "in -> out" \
    final_util_pct 10.22 \
    synth_cells 18 \
    cp.buffers_inverters 2 \
    busiest_layer "met1" \
    max_freq_mhz 308.3 \
    worstMarginPinSlew_ps 258.1 \
    grt.overflow.total 0 \
    syn_to_final_growth_pct 130.6 \
    via_per_inst 2.090 \
    grt_pass1_vias 157 \
    grtUsageMet2_pct 1.204 \
    critPathMaxFanout 2 \
    yosys_area_sq_um 151.4 \
    cpMostUsedCell "clkdlybuf4s50_1" \
    fp_util_pct 4.432 \
    drtIter0Drc 1 \
    drive_gt1_share_pct 3.125 \
    report.final.slew_viol_count 0 \
    fillCellCount 406 \
    dieArea_sq_um 6400 \
    cts_hold_buf 0 \
    total_power_w 0.00004986 \
    critical_path.cell_chain "clkdlybuf4s50_1, ha_1, a211oi_2, o21bai_1, xor2_1, clkdlybuf4s50_1" \
    die_y_um 80 \
    synth-seq-area-share_pct 0 \
    cp_data_arrival_time_ps 2520 \
    track_usage_pct 1.504 \
    netlist.area_leader.share_pct 33.06 \
    nClkBuffers 0 \
    maxSlewHeadroom_pct 82.76 \
    max-cap-violations 0 \
    dr.pass1.iters 2 \
    layout_min_cycle_time_ps 3244 \
    critical_path_class "in -> out" \
    finalSetupTns_ps 0 \
    worstPathRequired_ps 2880 \
    crit_family "buffers and inverters" \
    cp_slowest_stage_delay_ps 480 \
    cts_resized 0 \
    yosysWarningCount 0 \
    met1_usage_pct 2.187 \
    drt_wl_total_um 560 \
    core_area_sq_um 3416 \
    io_buffers 14 \
    seq_cells 0 \
    dp_hpwl_um 536.1 \
    run_status "completed" \
    antenna_found_initial 0 \
    topCellsByArea "ha_1 33%, fa_1 13%, xor2_1 12%, inv_1 9.9%, a211oi_2 8.3%" \
    regArea_sq_um 0 \
    place_area_sq_um 349.1 \
    drtAntennaViolNets 0 \
    pwr_density_cell_nw_per_um2 142.8 \
    top_area_cell "ha_1" \
    ys_cells 18 \
    n_antenna_cell 0 \
    grt_first_pass_wirelength_um 759 \
    pwr-share-clk_pct 0 \
    switching_share_pct 30.57 \
    hold_viol 0 \
    crit_path_top_delay_cell "clkdlybuf4s50_1" \
    gp_congestion 0.7349 \
    fin_crit_sh_pct 90.10 \
    drc_errors 0 \
    combPwrFrac_pct 100.0 \
    pin_count 14 \
    synthDistinctLibCells 10 \
    use_met3_pct 1.932 \
    fp.dieW_um 80 \
    cp-end-kind "primary output" \
    vias 163 \
    warnings 32 \
    min-delay-start "B[3]" \
    ir_drop_v 0.00003702 \
    setup_viol 0 \
    rsz0062_at_grt "no" \
    ys_top_cells_by_count "4 x ha_1, 4 x inv_1, 2 x nor2_1, 2 x xor2_1" \
    syn_avg_cell_area_sq_um 8.411 \
    crit_path_start_kind "input pin" \
    whs_path_depth 4 \
    p_int_w 0.00003461 \
]
layout by cell type, fill, tap and decap left out, drive strengths merged:
cell / count
ha: 4
o21bai: 1
xnor2: 1
a211oi: 1
xor2: 2
a21o: 1
fa: 1
inv: 4
clkdlybuf4s50: 14
o21ai: 1
nor2: 2
area by class of cell:
class / instances / area (sq um) / share of cell area [%]
well taps: 46 / 57.56 / 16.49
inverters: 4 / 15.01 / 4.301
multi-input cells: 14 / 136.4 / 39.07
repair buffers: 14 / 140.1 / 40.14
metal layers:
| layer | wire, um | vias up |
|---|---|---|
| li1 | - | 88 |
| met1 | 278 | 61 |
| met2 | 102 | 14 |
| met3 | 180 | 0 |
| met4 | 0 | 0 |
| met5 | 0 | - |
cells by family (layout without fill, tap and decap cells):
group | after synthesis | in the layout | synth area share (%)
xor gates and xnor gates | 3 | 3 | 17.36
adders and majority gates | 5 | 5 | 46.28
buffers and inverters | 4 | 18 | 9.914
AOI/OAI and AO/OA | 4 | 4 | 21.49
and+or+nand+nor | 2 | 2 | 4.961
how the worst max path moves through the flow:
stage / startpoint / end / slack, ps / depth (start not counted)
5_1_grt: A[0] / Sum[3] / 260 / 6
6_report: A[0] / Sum[3] / 360 / 6
4_1_cts: A[0] / Sum[3] / 340 / 6
power groups by stage:
stage	combinational, W	sequential [W]	clock [W]
finish	0.0000499	0	0
global route	0.0000546	0	0
CTS	0.0000510	0	0
stage by stage:
step	std cells	hold WS (ps)
after floorplan	18	1606
after global placement	78	2518
after global routing	78	2568
after detailed placement	78	2529
after CTS	78	2530
final	78	2514
worst min-delay path, cell delays in order:
cell and delay [ps]:
clkdlybuf4s50_1 450, ha_1 150, xor2_1 70, clkdlybuf4s50_1 400
Power figures rest on the tool's default switching activity, not on a simulated workload.
