==> flow/design.v <==
`timescale 1ns / 1ps
module RCA( A,B,Cin,Sum,Cout);
input [3:0] A,B;
input Cin;
output [3:0] Sum;
output Cout;
wire C1,C2,C3;
full_adder fa0(A[0],B[0],Cin,Sum[0],C1);
full_adder fa1(A[1],B[1],C1,Sum[1],C2);
full_adder fa2(A[2],B[2],C2,Sum[2],C3);
full_adder fa3(A[3],B[3],C3,Sum[3],Cout);
endmodule
`timescale 1ns / 1ps
module full_adder(
    input A,
    input B,
    input Cin,
    output Sum,
    output Cout
    );
assign Sum=A^B^Cin;
assign Cout= (A&B) | (Cin&(A^B));
endmodule
==> flow/run.sh <==
#!/bin/bash
# OpenROAD 26Q1-2900-gdf79404cd8, Yosys 0.63+post, stock flow scripts
make -C /OpenROAD-flow-scripts/flow DESIGN_CONFIG=/design/flow/config.mk WORK_HOME=/design/flow/orfs finish
==> flow/config.mk <==
export PLATFORM = sky130hd
export DESIGN_NAME = RCA
export DESIGN_NICKNAME = RCA
export VERILOG_FILES = /design/flow/design.v
export SDC_FILE = /design/flow/constraint.sdc
export NUM_CORES = 4
export LEC_CHECK = 1
export CORE_AREA = 10 10 70 70
export DIE_AREA = 0 0 80 80
==> flow/constraint.sdc <==
current_design RCA

set clk_period 3.8
set clk_io_pct 0.2

create_clock -name clk0 -period $clk_period

set non_clock_inputs [all_inputs -no_clocks]
set_input_delay [expr $clk_period * $clk_io_pct] -clock clk0 $non_clock_inputs
set_output_delay [expr $clk_period * $clk_io_pct] -clock clk0 [all_outputs]
==> ci_impl_report.md <==
### Flow metrics

| Metric | Value |
|---|---|
| Status | `finished clean` |
| Worst min-delay path category | `input pin to primary output` |
| Data required, critical path | `~3000 ps` |
| Antenna cell count | `0` |
| DR pass1 iterations | `1` |
| Count of input and output buffers | `14` |
| CLK BUF | `0` |
| Endpoints failing setup | `0` |
| Ports | `14` |
| Fin area | `approximately 320 um2` |
| Final Slew Violations | `0` |
| Max cap viols | `0` |
| Registers | `0` |
| Critical path class | `input pin to primary output` |
| Distinct cells, synth | `3` |
| Cell Int Power | `approximately 26 uW` |
| GRT Total Usage | `between 1 and 1.5%` |
| Layout Utilization | `roughly a tenth` |
| Cycle use final | `97.0%` |
| First-pass GRT wire length | `approximately 630 um` |
| GPL Wtd Cong | `0.819` |
| Vias in the first global route | `around 130` |
| Yosys warnings | `0` |
| Routed WL | `between 400 and 500 um` |
| Filler cell count | `slightly above 400` |
| Iteration-0 DRC count of the detailed router | `0` |
| Largest net degree at the start of global routing | `2` |
| Total number of vias | `between 100 and 150` |
| Power Dens Cells | `roughly 120 nW/um2` |
| Layout cells sized above 1 | `approximately 29%` |
| Setup TNS | `0 ps` |
| Avg Inst Size Synth | `between 8 and 9 um2` |
| Hold Crit Endpoint | `Sum[0]` |
| P_sw | `about 12 uW` |
| Post-CTS Hold Fix Bufs | `0` |
| Fin cells | `between 70 and 80` |
| Starting Density | `4.32%` |
| Yosys chip area | `148 um2` |
| Grt ovf | `0` |
| Setup crit start kind | `input pin` |
| Sw Share | `31.4%` |
| DR WL/cell | `5.68 um` |
| Die X-Extent | `roughly 80 um` |
| Clock power frac | `0%` |
| DRC Markers | `0` |
| Area added between synthesis and finish | `119%` |
| Row cnt | `21` |
| Worst slew pin tran | `~120 ps` |
| Slew headroom | `92.2%` |
| Die Size | `about 6400 um2` |
| Number of cells on the worst hold path | `5` |
| Maximum VDD drop | `0.0311 mV` |
| Worst Setup End Kind | `primary output` |
| Fmax | `271 MHz` |
| Detail Route Antenna Nets | `0` |
| RSZ-0062 raised after global routing | `false` |
| DIE HEIGHT | `80 um` |
| Vias per cell | `~1.7` |
| Dpl hpwl | `approximately 430 um` |
| Post-Synthesis Cells | `18` |
| Critical path arrival | `approximately 3000 ps` |
| Pleak | `approximately 0.13 nW` |
| Sequential fraction of the synthesis area | `0%` |
| Placed cell area | `roughly 320 um2` |
| Most numerous logic cell after layout | `clkdlybuf4s50_1` |
| Cell Area, Synth | `between 100 and 150 um2` |
| OpenROAD warning count | `32` |
| Hold_sp | `Cin` |
| Final Hold Violation Tally | `0` |
| Top cells excl fill/tap | `clkdlybuf4s50_1 (12), inv_1 (6), inv_2 (4), fa_2 (4), dlygate4sd2_1 (2)` |
| Post-route minimum period | `about 3700 ps` |
| Worst Path Max Fanout | `1` |
| Comb power frac | `around 100%` |
| FF/Latch Area | `0 um2` |
| Ys cells | `18` |
| Core area | `between 3000 and 4000 um2` |
| Initial antenna violation count | `0` |
| Sequential share of power | `0%` |
| DP Cell Count | `roughly 74` |
==> final cells by class <==
type,instances,area [um2],area share [%]
tap,46,57.6,17.8
multi-input combinational,4,90.1,27.9
inverter,10,37.5,11.6
timing repair buffer,14,138,42.6
==> cells by family (layout without fill, tap and decap cells) <==
group | count (synthesis) | count (layout) | share of synthesized area [%]
adder cells (fa/ha/maj) | 4 | 4 | 54.2
buffers and inverters | 14 | 24 | 45.8
==> worst max path at each step <==
| stage | start | endpoint | depth (start not counted) |
|---|---|---|---|
| after CTS | B[0] | Cout | 10 |
| after global routing | B[0] | Cout | 10 |
| final | B[0] | Cout | 10 |
==> per-layer routing <==
layer | share of wire (%) | global-route usage (%) | up-vias | wire length, um
li1 | - | - | 60 | -
met1 | 58 | 2.01 | 50 | 242
met2 | 22 | 1.36 | 14 | 92
met3 | 20 | 0.795 | 0 | 85
met4 | 0 | 0 | 0 | 0
met5 | 0 | 0 | - | 0
==> power groups by stage <==
| stage | Clock [mW] | Combinational, mW | Sequential, mW |
|---|---|---|---|
| 4_1_cts | 0 | 0.0393 | 0 |
| 5_1_grt | 0 | 0.0440 | 0 |
| 6_report | 0 | 0.0383 | 0 |
==> worst max-delay path, cell delays in order <==
cell and delay (ps):
clkdlybuf4s50_1 450, inv_1 50, fa_2 350, inv_2 60, fa_2 210, fa_2 190
inv_2 40, fa_2 310, inv_1 50, clkdlybuf4s50_1 450
==> what timing repair did <==
| item | in CTS | in global routing |
|---|---|---|
| resized | 9 | 1 |
| pin swaps | 3 | 2 |
| setup endpoints to repair | 2 | 2 |
| buffers inserted | 0 | 0 |
==> stage by stage <==
| stage | setup slack (ps) | total power, mW | hold WS (ps) |
|---|---|---|---|
| 2_1_floorplan | 703 | 0.0181 | 1740 |
| 3_3_place_gp | -180 | 0.0381 | 2560 |
| 3_5_place_dp | -218 | 0.0391 | 2580 |
| 4_1_cts | 28.8 | 0.0393 | 2420 |
| 5_1_grt | 3.68 | 0.0440 | 2510 |
| 6_report | 115 | 0.0383 | 2440 |
==> synthesized netlist by cell type <==
library cell	count	area share (%)
buf_4	4	20
inv_1	10	25
fa_1	4	54
Power is estimated from default activity; no workload was simulated.
